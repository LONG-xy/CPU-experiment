==> flow/config.mk <==
export PLATFORM = sky130hd
export DESIGN_NAME = mem_wb
export DESIGN_NICKNAME = mem_wb
export VERILOG_FILES = /design/flow/design.v
export SDC_FILE = /design/flow/constraint.sdc
export NUM_CORES = 4
export LEC_CHECK = 1
export CORE_AREA = 10 10 136 136
export DIE_AREA = 0 0 146 146
==> flow/constraint.sdc <==
current_design mem_wb

set clk_period 1.0
set clk_io_pct 0.2

create_clock -name clk0 -period $clk_period [get_ports {clk}]

set non_clock_inputs [all_inputs -no_clocks]
set_input_delay [expr $clk_period * $clk_io_pct] -clock clk0 $non_clock_inputs
set_output_delay [expr $clk_period * $clk_io_pct] -clock clk0 [all_outputs]
==> flow/design.v <==
module mem_wb(
  input clk,
  input RegWrite_in,
  input [1:0]MemtoReg_in,
  input [31:0] rd_in,
  input [31:0]alu_result_in,
  input [31:0] wa_in,
  input [31:0] instr_in,
  output reg RegWrite_out,
  output reg[1:0] MemtoReg_out,
  output reg[31:0] rd_out,
  output reg[31:0] alu_result_out,
  output reg[31:0] wa_out,
  output reg[31:0] instr_out
  );
  always@(posedge clk)
  begin
    RegWrite_out <= RegWrite_in;
    MemtoReg_out <= MemtoReg_in;
    rd_out <= rd_in;
    alu_result_out <= alu_result_in;
    wa_out <= wa_in;
    instr_out <= instr_in;
  end
endmodule
==> flow/run.sh <==
#!/bin/bash
# OpenROAD 26Q1-2900-gdf79404cd8, Yosys 0.63+post, stock flow scripts
make -C /OpenROAD-flow-scripts/flow DESIGN_CONFIG=/design/flow/config.mk WORK_HOME=/design/flow/orfs finish
==> impl_metrics.ini <==
; generated from flow reports
[drt]
drc = 0
routedWlPerCell_microns = 14.9
diodes = 0
routed_wl_microns = 9550
vias = 1959
post_drt_via_cell_ratio = 3.06
ant_nets = 0
drt_first_pass_iters = 2
drt_iter0_drc = 32

[setup_path]
worstSetupPathType = reg2out
crit_path_cell_trace = buf_2
critPathCaptureType = output port
cp-start-kind = register
critPathTopFamily = flip-flops
path_buffers = 1
cp.arrival_ns = 0.84
cp.required_ns = 0.80
worst_path_largest_cell_delay_ns = 0.32
cp_max_fo = 1
slowest_stage = dfxtp_2

[run_status]
outcome = finished, violations left
violations = setup timing

[sta]
final.setup.tns_ns = -0.772
drv_slew = 0
worst_pin_slew_ns = 0.176
holdWs_ns = 0.225
hold_viol_final = 0
rsz0062_at_grt = yes
max_slew_margin = 0.883
fmax_mhz = 961
fin_crit_ns = 1.04
setup_slack_ns = -0.0407
setup_viol = 85
fin_crit_sh = 1.04

[min_path]
hold_depth = 1
holdPathEnd = wa_out[12]$_DFF_P_
holdCritStartpoint = wa_in[12]
hp-class = in2reg

[cts]
clk_path_buf_depth = 2
htree_num_levels = 4
clkTransAtPathRegs_ns = 0.06
cts_tree = done
cts.sinks = 131
cts-hold-fix-buffers = 0
cts-root-buf = clkbuf_16
numCtsBuffers = 17

[synthesis]
synth_cells = 131
ys_seq_elements = 131
ys_seq_share = 1.00
yosysUniqueCellTypes = 1
ys_cells = 131
syn_area_sq_um = 2620
avgSynthCellArea_sq_um = 20.0
yosys_warnings = 1
yosys_area_sq_um = 2620

[placement]
portBuffers = 262
post-place-ws_ns = -0.0308
gp_congestion = 0.755
hpwl_microns = 7950

[power]
power_density_nw_per_um2 = 2270
p_int_mw = 9.94
p_seq_frac = 0.445
clkPwrFrac = 0.496
vdd_ir_drop_max_v = 0.00113
p_switching_mw = 2.57
cellLeakagePower_nw = 2.44
combPwrFrac = 0.060
sw_frac_of_total = 0.205

[floorplan]
rows = 46
die_width_microns = 146
core_area_sq_um = 15700
ioPinCount = 263
initCoreUtil = 0.167
die_h_microns = 146
chipArea_sq_um = 21300

[flow_run]
drv_cap = 0
warnings = 27

[final_layout]
fillers = 1549
logic_area_sq_um = 0
synthToLayoutAreaGrowth_pct = 110
logic_gates = 0
drive_gt1_frac = 0.435

[global_route]
grt_pass1_wl_microns = 14200
grt_overflow = 0
grt_max_degree = 17
antenna_found_initial = 0
grt_usage = 0.0883
grt_pass1_vias = 2190
-- worst max-delay path by stage --
stage	to	cells after the start	slack, ns	startpoint
CTS	alu_result_out[10]	1	-0.07	alu_result_out[10]$_DFF_P_
global route	alu_result_out[10]	1	-0.09	alu_result_out[10]$_DFF_P_
finish	alu_result_out[10]	1	-0.04	alu_result_out[10]$_DFF_P_
-- Yosys cell counts --
master	n	area (sq um)
dfxtp_1	131	2620
-- placed cells by master (no fill, tap or decap) --
cell               n
buf_2            127
buf_6              4
bufinv_16          2
clkbuf_16         17
clkbuf_8           1
clkdlybuf4s50_1  131
clkinv_2           1
clkinv_4           3
clkinvlp_4         1
dfxtp_1          109
dfxtp_2           22
inv_6              5
inv_8              2
-- cell families (layout without fill, tap and decap cells) --
group | Yosys count | count (layout) | synth area share
flops | 131 | 131 | 1.00
buf+inv | 0 | 294 | 0
-- power by group through the flow --
stage,Sequential (mW),Combinational [mW],Clock (mW)
6_report,5.57,0.747,6.20
5_1_grt,5.59,0.817,6.68
4_1_cts,5.56,0.767,6.42
-- flip-flops by register name, summed over array words and instances (netlist names) --
signal	cells
MemtoReg_out	2
instr_out	32
rd_out	32
alu_result_out	32
RegWrite_out	1
wa_out	32
-- area by class of cell --
type | instances | area [sq um] | share of cell area
flip-flops and latches | 131 | 2650 | 0.480
well taps | 216 | 270 | 0.0490
clock buffers | 18 | 439 | 0.0796
clock inverters | 14 | 165 | 0.0299
repair buffers | 262 | 1990 | 0.361
-- what timing repair did --
item / in CTS / in global routing
endpoints found under the setup margin: 131 / 131
buffers inserted: 0 / 0
gates resized: 439 / 13
-- per-stage QoR --
step | total power [mW] | std cells | cell area (sq um) | utilization
6_report | 12.5 | 641 | 5520 | 0.351
5_1_grt | 13.1 | 641 | 5520 | 0.351
4_1_cts | 12.7 | 641 | 5490 | 0.349
3_5_place_dp | 6.71 | 609 | 5520 | 0.351
3_3_place_gp | 6.71 | 609 | 5520 | 0.351
2_1_floorplan | 5.61 | 131 | 2620 | -
-- layer usage --
metal	vias up	part of all wire	global-route usage
li1	971	-	-
met1	837	0.34	0.0882
met2	140	0.50	0.147
met3	11	0.15	0.0663
met4	0	0.016	0.0130
met5	-	0	0
No activity file was given, so power comes from the tool's default toggle rates.
