===== flow/design.v =====
module id_ex(
  input clk,
  input stall,
  input [1:0] RegDst_in,    
  input [4:0] ALUOp_in,
  input [1:0] ALUSrcA_in,
  input [1:0] ALUSrcB_in,
  input MemRead_in,
  input MemWrite_in,
  input RegWrite_in,
  input [1:0] MemtoReg_in,
  input [31:0] rd1_in,
  input [31:0] rd2_in,
  input [31:0] shamt_in,
  input [31:0] ext_in,
  input [4:0] rs_in,
  input [4:0] rt_in,
  input [4:0] rd_in,
  input [31:0] instr_in,
  input [31:0] pc_in,
  output reg[1:0] RegDst_out,
  output reg[4:0] ALUOp_out,
  output reg[1:0] ALUSrcA_out,
  output reg[1:0] ALUSrcB_out,
  output reg MemRead_out,
  output reg MemWrite_out,
  output reg RegWrite_out,
  output reg[1:0] MemtoReg_out,
  output reg[31:0] rd1_out,
  output reg[31:0] rd2_out,
  output reg[31:0] shamt_out,
  output reg[31:0] ext_out,
  output reg[4:0] rs_out,
  output reg[4:0] rt_out,
  output reg[4:0] rd_out,
  output reg[31:0] instr_out,
  output reg[31:0] pc_out
  );
  always@(posedge clk)
  begin
    rd1_out <= rd1_in;
    rd2_out <= rd2_in;
    shamt_out <= shamt_in;
    ext_out <= ext_in;
    rs_out <= rs_in;
    rt_out <= rt_in;
    rd_out <= rd_in;
    instr_out <= instr_in;
    pc_out <= pc_in;
    if(stall)
    begin
      RegDst_out <= 0;
      ALUOp_out <= 0;
      ALUSrcA_out <= 0;
      ALUSrcB_out <= 0;
      MemRead_out <= 0;
      MemWrite_out <= 0;
      RegWrite_out <= 0;
      MemtoReg_out <= 0;
    end
    else
    begin
      RegDst_out <= RegDst_in;
      ALUOp_out <= ALUOp_in;
      ALUSrcA_out <= ALUSrcA_in;
      ALUSrcB_out <= ALUSrcB_in;
      MemRead_out <= MemRead_in;
      MemWrite_out <= MemWrite_in;
      RegWrite_out <= RegWrite_in;
      MemtoReg_out <= MemtoReg_in;
    end
  end
endmodule

===== flow/run.sh =====
#!/bin/bash
# OpenROAD 26Q1-2900-gdf79404cd8, Yosys 0.63+post, stock flow scripts
make -C /OpenROAD-flow-scripts/flow DESIGN_CONFIG=/design/flow/config.mk WORK_HOME=/design/flow/orfs finish

===== flow/config.mk =====
export PLATFORM = sky130hd
export DESIGN_NAME = id_ex
export DESIGN_NICKNAME = id_ex
export VERILOG_FILES = /design/flow/design.v
export SDC_FILE = /design/flow/constraint.sdc
export NUM_CORES = 4
export LEC_CHECK = 1
export CORE_AREA = 10 10 178 178
export DIE_AREA = 0 0 188 188

===== flow/constraint.sdc =====
current_design id_ex

set clk_period 1.0
set clk_io_pct 0.2

create_clock -name clk0 -period $clk_period [get_ports {clk}]

set non_clock_inputs [all_inputs -no_clocks]
set_input_delay [expr $clk_period * $clk_io_pct] -clock clk0 $non_clock_inputs
set_output_delay [expr $clk_period * $clk_io_pct] -clock clk0 [all_outputs]

==> impl_metrics.ini <==
; yosys + openroad results
[clock_tree]
cts_max_level = 1
clock_sinks = 223
hold_buffers = 0
numCtsBuffers = 25
cts.clk_slew.worst_paths_ps = 60
clockRootBuffer = clkbuf_16
cts_resized = 782
cts_tree = done
post_cts_buffers = 0
cts_buffer_depth = 3

[logic_synthesis]
ys_warn_count = 1
ys_area_sq_um = 4608
synthCells = 240
ys_seq_share = 0.9688
syn-cell-area_sq_um = 4608
syn_avg_cell_area_sq_um = 19.20
ys_cells = 240
synthDistinctLibCells = 5
synth-seq-cells = 223

[critical_path]
crit_chain = buf_2
critPathRequiredTime_ps = 800
crit_slowest_cell = dfxtp_2
path_delay_family = flip-flops
endpoint_kind = output pin
max_stage_delay_ps = 310
worst-path-buf-inv = 1
crit_path_max_fanout = 1
path_class = flop to output pin
critPathLaunchType = flop
crit_arrival_ps = 940

[final_timing]
fin_crit_ps = 1143
worst_slack_ps = -143.1
worst_pin_slew_ps = 239.1
relSlewSlack = 0.8401
max_freq_mhz = 874.8
hold_violations = 0
finalCritPeriodShare = 1.143
rsz0062_at_grt = yes
slew_violations = 0
setup_viol = 223

[floorplan]
die_h_um = 188
die_area_sq_um = 35340
die_x_um = 188
boundaryPins = 448
core_sq_um = 27780
fp-row-count = 61
initial_core_util = 0.1659

[pwr]
vdd_drop_max_mv = 1.912
p_per_area_nw_per_um2 = 2184
power_mw = 20.73
p_leak_nw = 4.186

[place]
dpl_worst_slack_ps = -240.1
numPortBuffers = 447
dp_hpwl_um = 16110
dpl_cell_area_sq_um = 9552
place.gp.congestion = 0.8099

[layout]
mi_logic_area_sq_um = 132.6
final_area_sq_um = 9492
syn_to_final_growth_pct = 106.0
drive_gt1_frac = 0.4501
fill_cells = 2741
register_area_sq_um = 4529

[drt]
antenna_left = 0
drc = 0
vias = 3516
drt-pass1-iter-count = 4
insertedDiodeCount = 0
wl_per_cell_um = 17.69
finalWirelength_um = 19620
via_per_inst = 3.170
drt-initial-drc-count = 71

[min_path]
hold_path.class = input pin to flop
min_to = shamt_out[22]
hp-start = shamt_in[22]
min_path_cells = 1

[grt]
track_usage = 0.1079
grt_pass1_wl_um = 28370
overflow = 0
antenna_found_initial = 3
grt_pass1_vias = 3966
grt_max_degree = 14

[status]
outcome = finished, violations left
violations = setup timing

[job]
max-cap-violations = 0
openroad.warnings = 27
[cell usage in the layout (no fill, tap or decap)]
master           Yosys  routed
and2b_2              6       6
buf_2                0     208
buf_4                0       1
buf_6                1      15
bufinv_16            0       5
clkbuf_1             0       4
clkbuf_16            0      25
clkbuf_8             0       6
clkdlybuf4s50_1      0     224
clkinv_2             0       3
dfxtp_1            223     171
dfxtp_2              0      52
inv_6                0       1
nor2b_1              3       3
nor2b_2              7       7
[final cells by class]
type                       instances  share of cell area
clock buffer                      35             0.07619
clock inverter                     9             0.01832
multi-input combinational         16             0.01397
sequential                       223              0.4772
tap                              378             0.04983
timing repair buffer             448              0.3645
[state kept, by name, indices dropped and copies added, names as in the netlist]
register / flops
MemRead_out: 1
instr_out: 32
ALUSrcB_out: 2
pc_out: 32
RegDst_out: 2
rd_out: 5
MemWrite_out: 1
rd2_out: 32
rd1_out: 32
rt_out: 5
ALUSrcA_out: 2
ext_out: 32
MemtoReg_out: 2
ALUOp_out: 5
rs_out: 5
RegWrite_out: 1
shamt_out: 32
[kinds of logic after synthesis]
| family | after synthesis | synth area share |
|---|---|---|
| buffers and inverters | 1 | 0.002443 |
| DFF | 223 | 0.9688 |
| and+or+nand+nor | 16 | 0.02878 |
[cell usage after synthesis]
library cell,instances,area (sq um)
dfxtp_1,223,4464
nor2b_2,7,61.31
and2b_2,6,52.55
nor2b_1,3,18.77
buf_6,1,11.26
[worst max-delay path by stage]
stage / slack, ps / to / startpoint / cells after the start
4_1_cts: -190 / instr_out[12] / instr_out[12] / 1
5_1_grt: -190 / pc_out[12] / pc_out[12] / 1
6_report: -140 / shamt_out[22] / shamt_out[22] / 1
[routing by layer]
metal  part of all wire  GRT usage  wire, um  vias to the layer above
li1                   -          -         -                     1689
met1               0.36     0.1196      6996                     1556
met2               0.48     0.1778      9399                      234
met3               0.13    0.05861      2625                       33
met4              0.029    0.02646       566                        4
met5             0.0016          0        31                        -
[through the flow]
| step | setup TNS (ps) | utilization | std cells | hold WS (ps) |
|---|---|---|---|---|
| 2_1_floorplan | 0 | - | 240 | 227.7 |
| 5_1_grt | -35940 | 0.3417 | 1109 | 88.80 |
| 6_report | -25100 | 0.3417 | 1109 | 120.1 |
| 3_5_place_dp | -3211 | 0.3438 | 1065 | 651.6 |
| 3_3_place_gp | -2539 | 0.3438 | 1065 | 648.7 |
| 4_1_cts | -35240 | 0.3381 | 1109 | 80.93 |
[power breakdown]
part	internal (mW)	total, mW	switching (mW)
clock	6.30	9.85	3.55
combinational	1.11	1.38	0.275
sequential	9.39	9.49	0.108
