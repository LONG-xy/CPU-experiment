File: design/flow/design.v
module ex_mem(
  input clk,
  input MemRead_in,
  input MemWrite_in,
  input RegWrite_in,
  input [1:0] MemtoReg_in,
  input [31:0] alu_result_in,
  input [31:0] dm_wd_in,
  input [31:0] wa_in,
  input [31:0] instr_in,
  output reg MemRead_out,
  output reg MemWrite_out,
  output reg RegWrite_out,
  output reg[1:0] MemtoReg_out,
  output reg[31:0] alu_result_out,
  output reg[31:0] dm_wd_out,
  output reg[31:0] wa_out,
  output reg[31:0] instr_out
  );
  always@(posedge clk)
  begin
    MemRead_out <= MemRead_in;
    MemWrite_out <= MemWrite_in;
    RegWrite_out <= RegWrite_in;
    MemtoReg_out <= MemtoReg_in;
    alu_result_out <= alu_result_in;
    dm_wd_out <= dm_wd_in;
    wa_out <= wa_in;
    instr_out <= instr_in;
  end
endmodule
File: design/flow/run.sh
#!/bin/bash
# OpenROAD 26Q1-2900-gdf79404cd8, Yosys 0.63+post, stock flow scripts
make -C /OpenROAD-flow-scripts/flow DESIGN_CONFIG=/design/flow/config.mk WORK_HOME=/design/flow/orfs finish
File: design/flow/config.mk
export PLATFORM = sky130hd
export DESIGN_NAME = ex_mem
export DESIGN_NICKNAME = ex_mem
export VERILOG_FILES = /design/flow/design.v
export SDC_FILE = /design/flow/constraint.sdc
export NUM_CORES = 4
export LEC_CHECK = 1
export CORE_AREA = 10 10 174 174
export DIE_AREA = 0 0 184 184
File: design/flow/constraint.sdc
current_design ex_mem

set clk_period 1.0
set clk_io_pct 0.2

create_clock -name clk0 -period $clk_period [get_ports {clk}]

set non_clock_inputs [all_inputs -no_clocks]
set_input_delay [expr $clk_period * $clk_io_pct] -clock clk0 $non_clock_inputs
set_output_delay [expr $clk_period * $clk_io_pct] -clock clk0 [all_outputs]
==> notes.org <==
#+TITLE: Implementation results

** Global route
- The initial antenna violation count came to 0.
- Vias in the first global route :: 2,123
- Entering global routing, the biggest net connects 17 pins.
- Total global-route track usage over all layers is 0.0600.
- Summed over all layers, the global routing overflow is 0.
- The first global-routing pass estimated about 15,000 um of wire.

** Yosys
- In this run, the synthesized area fraction spent on AND-OR/OR-AND gates is recorded as 0.
- For this design, Yosys synthesis ends with a cell count of 133.
- Post-synthesis instance total :: 133
- For this run, the number of Yosys warnings is 1.
- A synthesized cell averages 20.0 um2.
- Simple-gate share of the synthesized area :: 0
- After synthesis the cells add up to 0.00266 mm2.
- Yosys synthesis chip area :: ~0.0027 mm2
- The number of different library cells used by synthesis comes to 1.
- Synth Register Bits :: 133
- Summing all multiplexer cells gives an area fraction of 0.
- Sequential element share of the synthesized area :: 1.00
- Xor/xnor cell area share of the yosys netlist :: 0
- The cell-mix breakdown from Yosys lists the adder-cell area share as 0.

** Place
- Logged for this run, the post-placement worst setup slack is -0.0697 ns.
- # placed instances :: roughly 730
- The placement summary gives the final routability congestion estimate as 0.732.
- The placement report lists the number of port buffers as 266.
- Post-DP HPWL :: 8640 um

** Die
- The die is 184 um tall.
- Measured along the x axis, the die boundary spans between 150 and 200 um.
- In the floorplan report the effective utilization is 0.101.
- After floorplanning, the die was sized to cover 0.0339 mm2.
- For this design the top-level I/O count stands at 267.
- Core area :: 0.0263 mm2
- After floorplanning, the core was divided into 59 placement rows.

** Routing
- Routed via count :: roughly 2,000
- The detailed router reported a total wirelength of around 11,000 um.
- Count of antenna-violating nets left after detailed routing :: 0
- Post-detailed-route via-to-cell ratio :: 2.59
- TritonRoute reported its final design rule violation total as 0.
- The first detailed-routing pass ran for 2 iterations.
- In this run, the number of DRC markers left after iteration 0 of detailed routing was 21.
- The number of antenna diodes in the final layout is 0.
- Average detailed-routed wire length per instance :: around 14 um

** Power
- Pwr Density :: 2200 mW/mm2
- The worst-case IR drop observed on VDD is between 0.8 and 0.9 mV.
- Summed over all cells, the static leakage comes to 2.47 nW.
- Post-layout total power :: 12.7 mW

** Final layout
- The final report gives the core utilization as 0.218.
- Final cell count without fillers :: 765
- Filler Cell Count :: 2,811
- The flow measured a signed area growth from synthesis to layout of 116%.
- In the final layout, the multi-input gates occupy 0 um2.
- Fraction of final layout cells sized beyond drive strength 1 :: 0.412
- Count of multi-input gates :: 0

** Final timing
- Per the finish-stage timing summary, setup violations number 95.
- Worst setup margin :: -0.0505 ns
- The final timing report derives a shortest allowable period of 1.05 ns.
- Static timing analysis puts the maximum clock frequency at 952 MHz.
- Transition at the pin with the smallest max-transition slack :: 0.181 ns
- In the final report, the number of pins over their slew limit comes to 0.
- Dividing the final minimum period by the clock period gives 1.05.
- The max-slew check reports its worst relative slack as 0.879.
- Counting endpoints that fail hold in the final report gives 0.
- The most critical hold endpoint after final layout shows a slack of 0.224 ns.
- Unrepaired setup endpoints after global routing :: yes

** Worst setup path
- Looking at the setup timing report, the critical path kind is flop to output pin.
- Largest fanout on the critical path :: 1
- Critical path startpoint category :: flop
- Element type at the critical path end :: output pin
- Data arrives at the worst endpoint at 0.85 ns.
- On the critical path the largest part of the delay comes from flip-flops.
- Peak per-stage delay on the critical path :: 0.34 ns
- Together, buffers and inverters on the worst path number 1.
- Slowest cell on the critical path :: sky130_fd_sc_hd__dfxtp_2
- STA puts the critical path data required time at 0.80 ns.
- The report lists the cells along the critical path as buf_2.
- For reference, the critical path is launched at instr_out[28]$_DFF_P_.

** Job
- # Max-Cap Violations :: 0
- In this run the tools logged warnings totalling 27.

** Run status
- Outcome :: finished, violations left
- The final reports fail on negative setup slack.

** Clock network
- The number of setup buffers added after CTS is 0.
- The timing report gives the clock slew at the launch and capture registers of the worst setup and hold paths as 0.06 ns.
- Number of CTS-inserted buffers :: 17
- CTS root buffer :: sky130_fd_sc_hd__clkbuf_16
- Bufs on Longest Clock Path :: 2
- Number of H-tree levels :: 4
- Clk sinks :: 133
- TritonCTS built the clock tree.

** Worst hold path
- For the worst min-delay path, the startpoint reported by OpenROAD is instr_in[16].
- Type of the most critical hold path :: input port to flop
==> where the power goes <==
| group | switching, mW | internal (mW) | leakage, nW |
|---|---|---|---|
| registers | 0.0607 | 5.59 | 1.12 |
| clock network | 2.25 | 3.98 | 0.287 |
| logic | 0.133 | 0.638 | 1.06 |
==> per-stage QoR <==
stage,area (um2),setup TNS (ns)
2_1_floorplan,2660,0
3_3_place_gp,5740,-0.390
3_5_place_dp,5740,-0.465
4_1_cts,5720,-5.50
5_1_grt,5740,-7.64
6_report,5740,-0.876
==> final cells by class <==
class                 count  area (um2)  share of cell area
tap                     335         419              0.0730
clock buffer             23         498              0.0867
clock inverter            8        97.6              0.0170
timing repair buffer    266        2050               0.357
sequential              133        2680               0.467
==> layer usage <==
metal,GRT usage,wire [um],up-vias
li1,-,-,983
met1,0.0657,3840,850
met2,0.0947,4980,143
met3,0.0424,1660,8
met4,0.00983,164,0
met5,0,0,-
==> repair_timing <==
action                     CTS  global route
gates resized              443             6
cloned                       0             0
hold endpoints to repair     0             0
hold buffers                 0             0
setup endpoints to repair  133           133
pin swaps                    0             0
==> cell usage in the layout (no fill, tap or decap) <==
cell                              instances
sky130_fd_sc_hd__clkdlybuf4s50_1        133
sky130_fd_sc_hd__buf_2                  125
sky130_fd_sc_hd__dfxtp_1                119
sky130_fd_sc_hd__clkbuf_16               17
sky130_fd_sc_hd__dfxtp_2                 14
sky130_fd_sc_hd__buf_6                    8
sky130_fd_sc_hd__clkbuf_8                 5
sky130_fd_sc_hd__clkinvlp_4               3
sky130_fd_sc_hd__clkinv_2                 3
sky130_fd_sc_hd__bufinv_16                2
sky130_fd_sc_hd__clkbuf_1                 1
==> cells in the mapped netlist <==
master	n	area, um2
sky130_fd_sc_hd__dfxtp_1	133	2660
==> kinds of logic (layout without fill, tap and decap cells) <==
group | count (synthesis) | after routing
DFF | 133 | 133
buffers and inverters | 0 | 297
==> sequential cells by signal, indices dropped and copies added (netlist names) <==
signal,count
alu_result_out,32
dm_wd_out,32
instr_out,32
wa_out,32
MemtoReg_out,2
MemRead_out,1
MemWrite_out,1
RegWrite_out,1
==> worst paths after layout <==
kind,to,depth (start not counted),slack (ns)
hold / removal,instr_out[16]$_DFF_P_,1,0.22
setup / recovery,instr_out[28],1,-0.05
Power figures rest on the tool's default switching activity, not on a simulated workload.
